<file path="flow/run.sh">
#!/bin/bash
# OpenROAD 26Q1-2900-gdf79404cd8, Yosys 0.63+post, stock flow scripts
make -C /OpenROAD-flow-scripts/flow DESIGN_CONFIG=/design/flow/config.mk WORK_HOME=/design/flow/orfs finish
</file>
<file path="flow/config.mk">
export PLATFORM = sky130hd
export DESIGN_NAME = Controller
export DESIGN_NICKNAME = Controller
export VERILOG_FILES = /design/flow/design.v
export SDC_FILE = /design/flow/constraint.sdc
export NUM_CORES = 4
export LEC_CHECK = 1
export CORE_UTILIZATION = 40
</file>
<file path="flow/constraint.sdc">
current_design Controller

set clk_period 7.7
set clk_io_pct 0.2

create_clock -name clk0 -period $clk_period [get_ports {clk}]
create_clock -name clk1 -period $clk_period [get_ports {clk_filter}]

set non_clock_inputs [all_inputs -no_clocks]
set_input_delay [expr $clk_period * $clk_io_pct] -clock clk0 $non_clock_inputs
set_output_delay [expr $clk_period * $clk_io_pct] -clock clk0 [all_outputs]
</file>
<file path="flow/design.v">
module Controller (clk, Find_Setting, rst_n, V_ADC, DC_Comp, LED_Drive, LED_IR, LED_RED, Out_IR, Out_RED, PGA_Gain, clk_filter);
	input clk, Find_Setting, rst_n, clk_filter;	 
	input [7:0] V_ADC;
	output reg [6:0] DC_Comp;
	output reg [3:0] LED_Drive, PGA_Gain; 
	output reg LED_IR, LED_RED;
	output wire [19:0] Out_IR, Out_RED;
	parameter ADC_HALF_MAX = 8'b10000111, ADC_HALF_MIN = 8'b01110000;
   	parameter ADC_MAX_1 = 8'b11001100, ADC_MAX_2 = 8'b11111110, ADC_MIN_1 = 8'b00011001, ADC_MIN_2 = 8'b00000001;
        parameter COUNT_100HZ = 10, COUNT_1HZ = 1000;	 
	parameter S0 = 3'b000, S1 = 3'b001, S2 = 3'b010, S3 = 3'b011;
	parameter IR_DC_FINDING = 3'b000, IR_GAIN_FINDING = 3'b001, RED_DC_FINDING = 3'b010, RED_GAIN_FINDING = 3'b011; 
	reg [2:0] state, find_state;
	reg [9:0] count;	 
	reg [3:0] PGA_red_max, PGA_infrared_max;	 
	reg [6:0] DC_Comp_red, DC_Comp_infrared;	 
	reg [7:0] ADC_max, ADC_min;	 
	wire [7:0] ADC_RED, ADC_IR;	 
	wire [2:0] dc_pos, pga_pos;	 
	reg maxmin_init, clock_sampling;	 
	reg find_setting_previous;	 
	always @(V_ADC or maxmin_init) begin
	    if (!maxmin_init) begin	 
	    	ADC_max = 8'b10000000;
		ADC_min = 8'b10000000;	 
	    end
	    else begin		 
		if(V_ADC > ADC_max)
			ADC_max = V_ADC;
		if(V_ADC < ADC_min)
			ADC_min = V_ADC;
	    end
	end 
	always @(posedge clk or negedge rst_n) begin
		if(!rst_n) begin
			DC_Comp <= 0;
			PGA_Gain <= 0;
			state <= S2;
			PGA_red_max <= 0;
			DC_Comp_red <= 0;
			PGA_infrared_max <= 0;
			DC_Comp_infrared <= 0;
 			LED_Drive <= 10;
			count <= 0;
			LED_IR <= 0;
			LED_RED <= 1;
			maxmin_init <= 0;
		end
		else if(find_setting_previous == 0 && Find_Setting == 1) begin
			state <= S0;
			find_state <= RED_DC_FINDING;
			DC_Comp <= 7'b1000000;
			PGA_Gain <= 0;
			LED_IR <= 0;
			LED_RED <= 1;
			maxmin_init <= 0;	 
			count <= 0;
			find_setting_previous <= Find_Setting;	 
		end
		else begin
			find_setting_previous <= Find_Setting;	 
			case (state)	 
				S0: begin
					if(V_ADC > ADC_HALF_MAX)	 
							case(dc_pos)
		  					1: DC_Comp <= DC_Comp | 7'b0000001;
							2: DC_Comp <= DC_Comp | 7'b0000010;
		  					3: DC_Comp <= DC_Comp | 7'b0000100;
		 					4: DC_Comp <= DC_Comp | 7'b0001000;
		  					5: DC_Comp <= DC_Comp | 7'b0010000;
		  					6: DC_Comp <= DC_Comp | 7'b0100000;		
		 				endcase		
	    			 else if(V_ADC < ADC_HALF_MIN)	 
		  				case(dc_pos)
		  					0: DC_Comp <= DC_Comp & 7'b1111110;
		  					1: DC_Comp <= (DC_Comp & 7'b1111101)|7'b0000001;
	      					2: DC_Comp <= (DC_Comp & 7'b1111011)|7'b0000010;
		  					3: DC_Comp <= (DC_Comp & 7'b1110111)|7'b0000100;
		  					4: DC_Comp <= (DC_Comp & 7'b1101111)|7'b0001000;
		  					5: DC_Comp <= (DC_Comp & 7'b1011111)|7'b0010000;
		 					6: DC_Comp <= (DC_Comp & 7'b0111111)|7'b0100000;	
		 				endcase
		 			 else begin
	  	  				if(find_state == RED_DC_FINDING) begin	 
		   					DC_Comp_red <= DC_Comp;
		   					find_state <= RED_GAIN_FINDING;
		  				end 
		  				else if(find_state == IR_DC_FINDING) begin	 
		   					DC_Comp_infrared <= DC_Comp;
		   					find_state <= IR_GAIN_FINDING;
		  				end
		  				state <= S1;
          					maxmin_init <= 0;
					 end
	     		 	end 
				S1: begin
						maxmin_init <= 1;	 
						if(count < 500)	 
		  					count <= count + 1;
						else begin
							count <= 0;	
              						if((ADC_max + ADC_min)/2 > ADC_HALF_MAX)
								DC_Comp <= DC_Comp + 1;
              			    			else if((ADC_max + ADC_min)/2 < ADC_HALF_MIN)
								DC_Comp <= DC_Comp - 1;
						    	else begin
		 						state <= S2;
								PGA_Gain <= 4'b0100;
								maxmin_init <= 0;
							end
	      					if(find_state == RED_GAIN_FINDING)
                					DC_Comp_red <= DC_Comp;
 	      					else if(find_state == IR_GAIN_FINDING)
                					DC_Comp_infrared <= DC_Comp;
							maxmin_init <= 0;
						end
				end
	 			S2: begin
					maxmin_init <= 1;	 
					if(count < COUNT_1HZ)	 
		  				count <= count + 1;
					else begin
						count <= 0;	
						if((ADC_max < ADC_MAX_1) && (ADC_min > ADC_MIN_1))	 
		  					case(pga_pos)
		   						1: PGA_Gain <= PGA_Gain | 4'b0001;
		   						2: PGA_Gain <= PGA_Gain | 4'b0010;
		   						3: PGA_Gain <= PGA_Gain | 4'b0100;
		  					endcase
						else if((ADC_max > ADC_MAX_2) || (ADC_min < ADC_MIN_2))	 
		  					case(pga_pos)
		   						0: PGA_Gain <= PGA_Gain & 4'b1110;
		   						1: PGA_Gain <= (PGA_Gain & 4'b1101) | 4'b0001;
		   						2: PGA_Gain <= (PGA_Gain & 4'b1011) | 4'b0010;
		   						3: PGA_Gain <= (PGA_Gain & 4'b0111) | 4'b0100;
		  					endcase
						else begin 
		  					if(find_state == RED_GAIN_FINDING) begin	 
           						PGA_red_max <= PGA_Gain;
		   						DC_Comp <= 7'b1000000;
		   						PGA_Gain <= 4'b0000;
		   						LED_RED <= 0;
		   						LED_IR <= 1;
		   						find_state <= IR_DC_FINDING;
		   						state <= S0;
		  					end
		  					else if(find_state == IR_GAIN_FINDING) begin	 
		   						PGA_infrared_max <= PGA_Gain;
		   						DC_Comp_infrared <= DC_Comp;
		   						state <= S3;
		  					end
						end
		  				maxmin_init <= 0;
					end
				end
				S3: begin
	    				if(count < COUNT_100HZ)	 
		  				count <= count + 1;
					else begin 
		 				count <= 0;
		 				LED_IR <= !LED_IR;	
 		 				LED_RED <= !LED_RED;
		 				if(LED_IR == 1) begin	 
		   					PGA_Gain <= PGA_red_max;
		   					DC_Comp <= DC_Comp_red;
		 				end
		 				else if(LED_RED == 1) begin	 
		   					PGA_Gain <= PGA_infrared_max;
		   					DC_Comp <= DC_Comp_infrared;
		 				end
					end 
	     			end
	 		endcase
	 	end
	end
	always @(posedge clk)
		if(!rst_n)
	  		clock_sampling <= 0;
	 	else
	  		clock_sampling <= !clock_sampling;	 
	Demux_1to2 demux_bitstream(.in(V_ADC), .s(LED_RED), .out0(ADC_IR), .out1(ADC_RED), .rst(rst_n));
	Position_check pos_check(.dc_pos(dc_pos), .DC_Comp(DC_Comp), .PGA_Gain(PGA_Gain), .pga_pos(pga_pos));
	FIR_filter red_fir_filter(.clk(clk_filter), .rst(rst_n), .filter_in(ADC_RED), .filter_out(Out_RED), .clk_sampling(clock_sampling));
	FIR_filter ir_fir_filter(.clk(clk_filter), .rst(rst_n), .filter_in(ADC_IR), .filter_out(Out_IR), .clk_sampling(clock_sampling));
endmodule
module Demux_1to2(out0, out1, in, s, rst);
	input s, rst;
 	input [7:0] in;
 	output reg [7:0] out0, out1;
	always @(rst or in or s) begin
  		if(!rst) begin
   			out0 <= 0;
   			out1 <= 0;
  		end 
  		else begin
   			if(s==0) out0 <= in;
   			if(s==1) out1 <= in;
  		end
 	end 
endmodule 
module FIR_filter(clk_sampling, clk, rst, filter_in, filter_out);
    input clk_sampling, clk, rst;
    input wire signed [7:0] filter_in;
    output reg signed [19:0] filter_out;
    parameter word_width = 8;
    parameter order = 21;
    parameter out_width = 20;
    parameter order_half = 10;
    reg [word_width-1:0] L_coef;                      
    reg [word_width-1:0] L_tap;                       
    reg [out_width- 1:0] L_product;                   
    reg [5:0] tap_counter;                            
    reg clk_sampling_previous, clk_sampling_current;
    reg signed [word_width-1:0] delay_tap[order:0];
    wire signed [word_width-1:0] coef[order:0];
    assign coef[0] = 2;
    assign coef[1] = 10;   
    assign coef[2] = 16;
    assign coef[3] = 28; 
    assign coef[4] = 43;
    assign coef[5] = 60; 
    assign coef[6] = 78;  
    assign coef[7] = 95;
    assign coef[8] = 111; 
    assign coef[9] = 122;
    assign coef[10] = 128;  
    assign coef[11] = 128;
    assign coef[12] = 122;   
    assign coef[13] = 111;
    assign coef[14] = 95; 
    assign coef[15] = 78;
    assign coef[16] = 60; 
    assign coef[17] = 43;  
    assign coef[18] = 28;
    assign coef[19] = 16; 
    assign coef[20] = 10;
    assign coef[21] = 2;  
    reg signed [out_width-1:0] product[order_half:0];
    reg signed [out_width-1:0] sum_buf;
    reg signed [word_width-1:0] data_in_buf;
    always @(posedge clk_sampling or negedge rst) begin
	if (!rst) begin
	 	data_in_buf <= 0;
	end
	else begin
	 	data_in_buf <= filter_in;
	end
    end
    always @(posedge clk_sampling or negedge rst) begin 
     	if(!rst) begin 
      		delay_tap[0] <= 0;
      		delay_tap[1] <= 0;
      		delay_tap[2] <= 0;
      		delay_tap[3] <= 0;
      		delay_tap[4] <= 0;
      		delay_tap[5] <= 0;
      		delay_tap[6] <= 0;
      		delay_tap[7] <= 0;
      		delay_tap[8] <= 0;
      		delay_tap[9] <= 0;
      		delay_tap[10] <= 0;
      		delay_tap[11] <= 0;
      		delay_tap[12] <= 0;
      		delay_tap[13] <= 0;
      		delay_tap[14] <= 0;
      		delay_tap[15] <= 0;
      		delay_tap[16] <= 0;
      		delay_tap[17] <= 0;
     	 	delay_tap[18] <= 0;
      		delay_tap[19] <= 0;
      		delay_tap[20] <= 0;
      		delay_tap[21] <= 0;
     	end 
     	else begin 
      		delay_tap[0] <= data_in_buf;
      		delay_tap[1] <= delay_tap[0];
      		delay_tap[2] <= delay_tap[1];
     	 	delay_tap[3] <= delay_tap[2];
      		delay_tap[4] <= delay_tap[3];
      		delay_tap[5] <= delay_tap[4];
      		delay_tap[6] <= delay_tap[5];
      		delay_tap[7] <= delay_tap[6];
     	 	delay_tap[8] <= delay_tap[7];
      		delay_tap[9] <= delay_tap[8];
      		delay_tap[10] <= delay_tap[9];
      		delay_tap[11] <= delay_tap[10];
      		delay_tap[12] <= delay_tap[11];
      		delay_tap[13] <= delay_tap[12];
      		delay_tap[14] <= delay_tap[13];
      		delay_tap[15] <= delay_tap[14];
      		delay_tap[16] <= delay_tap[15];
     	 	delay_tap[17] <= delay_tap[16];
      		delay_tap[18] <= delay_tap[17];
      		delay_tap[19] <= delay_tap[18];
      		delay_tap[20] <= delay_tap[19];
      		delay_tap[21] <= delay_tap[20];
     	end 
    end  
always @(posedge clk or negedge rst) begin
     	if (!rst) begin
      		tap_counter <= 0;
      		clk_sampling_previous <= 0;
      		clk_sampling_current <= 0;
      		filter_out <= 0;
      		sum_buf <= 0;
      		L_product <= 0;
      		L_tap <= 0;
      		L_coef <= 0; 	 
     	end
     	else begin
       		clk_sampling_previous <= clk_sampling_current;
       		clk_sampling_current <= clk_sampling;
       		if(clk_sampling_previous == 0 && clk_sampling_current == 1) begin
			tap_counter <= 0;
        		sum_buf <= 0;
       		 	L_product <= 0;
       		 	L_tap <= 0;
       		 	L_coef <= 0; 
    	   	end
   	    	if(tap_counter == order + 1)
   		     	filter_out <= sum_buf;
     	  	else begin
    	   		if(tap_counter > 21) begin
     			   	sum_buf <= sum_buf + L_product;
     			   	tap_counter <= tap_counter + 1;
    	  	 	end
       			else begin 
        			L_tap <= delay_tap[tap_counter];
       		 		L_coef <= coef[tap_counter];
       				L_product <= L_coef * L_tap;
        			sum_buf <= sum_buf + L_product;
        			tap_counter <= tap_counter + 1;
       			end
		end
	    end
	end
endmodule
module Position_check(DC_Comp, PGA_Gain, dc_pos, pga_pos);
	input [6:0] DC_Comp; 
 	input [3:0] PGA_Gain; 
	output reg [2:0] dc_pos;
	output reg [2:0] pga_pos;
	always @(DC_Comp)
  		if(DC_Comp & 7'b0000001)
   			dc_pos = 0;
  		else if(DC_Comp & 7'b0000010)
  	 		dc_pos = 1;
  		else if(DC_Comp & 7'b0000100)
   			dc_pos = 2;
  		else if(DC_Comp & 7'b0001000)
   			dc_pos = 3;
  		else if(DC_Comp & 7'b0010000)
   			dc_pos = 4;
  		else if(DC_Comp & 7'b0100000)
   			dc_pos = 5;
  		else if(DC_Comp & 7'b1000000)
   			dc_pos = 6;
 	always @(PGA_Gain)
  		if(PGA_Gain & 4'b0001)
   			pga_pos = 0;
  		else if(PGA_Gain & 4'b0010)
   			pga_pos = 1;
  		else if(PGA_Gain & 4'b0100)
   			pga_pos = 2;
  		else if(PGA_Gain & 4'b1000)
   			pga_pos = 3;
endmodule 
</file>
==> flow_summary.json <==
{
  "wl_per_cell_um": 17.3,
  "ys.flops": 627,
  "yosys.cell_types.count": 85,
  "cts_tree": "done",
  "post_cts_buffers": 0,
  "untimed_endpoints": 405,
  "num_io_pins": 69,
  "grt_usage_pct": 18.3,
  "cp-start-kind": "flop",
  "r2r-start": "ir_fir_filter.L_coef[1]",
  "syn_area_per_cell_um2": 10.9,
  "min_from": "ir_fir_filter.clk_sampling_current",
  "critPathRequiredTime_ns": 8.00,
  "p_clk_share_pct": 15.4,
  "intPower_w": 0.00377,
  "most_common_cell": "dfrtp_1",
  "fin_tns_setup_ns": 0,
  "switching_share_pct": 44.6,
  "yosysCellCount": 2650,
  "combPwrFrac_pct": 51.5,
  "grt_pass1_wl_mm": 105,
  "ir_drop_v": 0.000188,
  "rows": 98,
  "grt_pass1_vias": 19500,
  "finalHoldViolations": 0,
  "fin_ws_ns": 2.89,
  "top_cell_area_share_pct": 50.6,
  "via_per_inst": 5.38,
  "grt_max_degree": 213,
  "power.leakage_nw": 14.8,
  "warnings": 43,
  "hp-class": "reg2reg",
  "unclocked_regs": 405,
  "worstPathCellList": "nand2_1, fa_1, inv_1, fa_1, inv_1, fa_1, inv_1, fa_1, ha_1, a21oi_1, o21ai_0, a2111oi_0, o21bai_1, a21oi_1, xor2_1, o21ai_0",
  "drc": 0,
  "pwr-share-seq_pct": 33.1,
  "die_area_mm2": 0.0731,
  "antenna_found_initial": 0,
  "p_switching_w": 0.00303,
  "top_cells_by_area": "dfrtp_1 51%, ha_1 6.5%, fa_1 5.3%, nand2_1 3.6%, o21ai_0 2.6%",
  "syn-cell-area_mm2": 0.0288,
  "core-area_mm2": 0.0714,
  "dp_cells": 3595,
  "top_area_cell": "dfrtp_1",
  "hpwl_mm": 43.4,
  "setup_violations": 0,
  "r2r_cells": 16,
  "power.density_mw_per_mm2": 217,
  "whs_endpoint": "red_fir_filter.clk_sampling_previous",
  "initialDrtViolationCount": 1612,
  "drv_cap": 0,
  "cp_max_fo": 9,
  "tightest_slew_ns": 0.905,
  "slowest_stage": "a2111oi_0",
  "edf_count": 1,
  "slew_headroom_pct": 39.2,
  "vias": 19600,
  "die_w_um": 270,
  "dieHeight_um": 270,
  "yosys-stat-area_mm2": 0.0288,
  "common_cells": "582 x dfrtp_1, 280 x nand2_1, 174 x inv_1, 152 x o21ai_0, 150 x ha_1",
  "slew_viol_final": 0,
  "worst_ep_arrival_time_ns": 5.10,
  "num_antenna_cells": 0,
  "async_flop_share_pct": 93.1,
  "crit_top_cell": "fa_1",
  "fin_cells": 3634,
  "cp_slowest_stage_delay_ns": 0.63,
  "clk_pin_slew_ns": 0.07,
  "nFillCells": 6486,
  "drt-total-wl_mm": 63.0,
  "ys_warn_count": 21,
  "syn_inst": 2650,
  "place_ws_ns": 2.89,
  "rsz0062_at_grt": "no",
  "r2r-end": "ir_fir_filter.L_product[14]",
  "cts.repair.resized": 0,
  "io_buffers": 63,
  "area_delta_synth_final_pct": 8.73,
  "path_class": "reg2reg",
  "grt_overflow": 0,
  "drtPass1Iterations": 5,
  "antenna_left": 0,
  "synth-main-ff-cell": "dfrtp_1",
  "skew_ns": 0.00996,
  "regToRegSetupSlack_ns": 2.89,
  "holdPathStages": 0,
  "drive_above_1_share_pct": 5.51,
  "gp_congestion": 0.919,
  "outcome": "completed",
  "cp-end-kind": "flop",
  "fp_util_pct": 40.4,
  "ctsHoldBuffers": 0
}
## worst max path at each step
stage | start | endpoint | slack (ns) | depth (start not counted)
4_1_cts | ir_fir_filter.L_coef[1] | ir_fir_filter.L_product[14] | 2.88 | 16
5_1_grt | ir_fir_filter.L_coef[1] | ir_fir_filter.L_product[14] | 2.56 | 16
6_report | ir_fir_filter.L_coef[1] | ir_fir_filter.L_product[14] | 2.89 | 16
## layout by cell type (no fill, tap or decap), types with 15 or more instances in the layout
cell,synthesis,layout
nand3_1,111,111
and3_1,29,29
o31ai_1,23,23
a21oi_1,105,105
xor2_1,33,33
nand4_1,37,37
nor2b_1,18,18
clkbuf_16,0,22
nor3_1,40,40
xnor2_1,39,39
nand2b_1,26,25
nand2_1,280,280
a22o_1,48,48
a22oi_1,48,48
nor2_1,128,128
clkdlybuf4s50_1,0,62
buf_4,6,47
dfrtp_1,582,582
ha_1,150,150
mux2_2,26,26
a221oi_1,30,30
a211oi_1,17,17
o21ai_0,152,152
a31oi_1,15,15
and2_1,76,76
dlxtn_1,37,37
inv_1,174,174
a21o_1,31,31
a222oi_1,35,35
fa_1,76,76
## power groups by stage
stage | Sequential [W] | Clock (W) | Combinational, W
finish | 0.00225 | 0.00105 | 0.00351
global route | 0.00233 | 0.00113 | 0.00399
CTS | 0.00226 | 0.00108 | 0.00354
## per-layer routing
metal	track usage (%)	up-vias	wire, µm
met1	29.0	9570	29200
met3	3.75	84	3840
met4	3.14	0	1270
met5	0	-	0
met2	27.6	557	28700
li1	-	9340	-
## metrics by stage
stage | utilization [%] | area, µm² | total power, W | hold slack (ns)
2_1_floorplan | - | 28800 | 0.00468 | 0.355
3_3_place_gp | 42.9 | 30600 | 0.00573 | 0.423
3_5_place_dp | 42.9 | 30600 | 0.00578 | 0.423
4_1_cts | 43.9 | 31300 | 0.00687 | 0.442
5_1_grt | 43.9 | 31300 | 0.00745 | 0.456
6_report | 43.9 | 31300 | 0.00681 | 0.444
## area by class of cell
class | instances | area (µm²) | area share, %
inverters | 175 | 657 | 2.10
well taps | 950 | 1190 | 3.79
flip-flops and latches | 627 | 15300 | 48.9
multi-input cells | 1729 | 12400 | 39.6
clock buffers | 25 | 562 | 1.79
clock inverters | 14 | 136 | 0.435
repair buffers | 114 | 1070 | 3.41
## kinds of logic after synthesis
| family | synth area share [%] |
|---|---|
| muxes | 1.24 |
| AOI/OAI and AO/OA | 14.4 |
| buffers and inverters | 3.95 |
| xor gates and xnor gates | 2.19 |
| DFF | 51.2 |
| and+or+nand+nor | 13.3 |
| other | 0.0261 |
| latches | 1.93 |
| adders and majority gates | 11.8 |
## state kept, by name, summed over array words and instances, names as in the netlist, 10 cells and up
| signal | cells |
|---|---|
| count | 10 |
| ir_fir_filter.L_product | 20 |
| ir_fir_filter.delay_tap | 176 |
| ir_fir_filter.filter_out | 20 |
| ir_fir_filter.sum_buf | 20 |
| red_fir_filter.L_product | 20 |
| red_fir_filter.delay_tap | 176 |
| red_fir_filter.filter_out | 20 |
| red_fir_filter.sum_buf | 20 |
## critical path: cells and delay by family, from the launching register on
kind	cells	cell delay (ns)
AOI/OAI and AO/OA	6	1.25
buffers and inverters	3	0.17
adders and majority gates	5	2.46
xor gates and xnor gates	1	0.15
and+or+nand+nor	1	0.13
DFF	1	0.50
No activity file was given, so power comes from the tool's default toggle rates.
